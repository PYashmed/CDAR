[flow/config.mk]
export PLATFORM = sky130hd
export DESIGN_NAME = dotmatric
export DESIGN_NICKNAME = dotmatric
export VERILOG_FILES = /design/flow/design.v
export SDC_FILE = /design/flow/constraint.sdc
export NUM_CORES = 4
export LEC_CHECK = 1
export CORE_AREA = 10 10 108 108
export DIE_AREA = 0 0 118 118
[flow/constraint.sdc]
current_design dotmatric

set clk_period 2.7
set clk_io_pct 0.2

create_clock -name clk0 -period $clk_period [get_ports {clk1khz}]

set non_clock_inputs [all_inputs -no_clocks]
set_input_delay [expr $clk_period * $clk_io_pct] -clock clk0 $non_clock_inputs
set_output_delay [expr $clk_period * $clk_io_pct] -clock clk0 [all_outputs]
[flow/design.v]
module dotmatric (
    input clk1khz,output [7:0]row,colr,colg,input [3:0]mode
);
    wire [7:0]cat,dog,mouse;
    wire [2:0]cnt;
    cnt8 u1(
        .clk(clk1khz),
        .cnt(cnt)
    );
    bicolor_dot_matrix u2(
        .cnt(cnt),
        .row(row),
        .r(colr),
        .g(colg),
        .cat(cat),
        .dog(dog),
        .mouse(mouse)
    );
    changemode u3(
        .mode(mode),
        .clk1hz(clk1hz),
        .cat(cat),
        .dog(dog),
        .mouse(mouse),
        .cat(mode0[0]),
        .dog(mode0[1]),
        .mouse(mode[2])
    );
    divide #(.wide(10),.n(1000)) u4(
        .clk(clk1khz),
        .clkout(clk1hz)
    );
    reg [7:0]mode0[2:0];
always @(cat or dog or mouse) begin
    mode0[0]=cat;
    mode0[1]=dog;
    mode0[2]=mouse;
end
endmodule
module cnt8 (
    input clk,output reg [2:0]cnt
);
always @(posedge clk) begin
    if(cnt==3'b111)
        cnt=3'b000;
    else
        cnt=cnt+1'b1;
end
endmodule
module bicolor_dot_matrix (
    output reg [7:0]r,g,row,input [2:0]cnt,input [7:0]cat,dog,mouse
);
always @(cnt) begin
    case(cnt)
        3'b000:begin row=8'b11111110;r=cat; g=8'b0; end
        3'b001:begin row=8'b11111101;r=cat; g=8'b0; end
        3'b010:begin row=8'b11111011;r=8'b0; g=8'b0; end
        3'b011:begin row=8'b11110111;r=dog;g=dog; end
        3'b100:begin row=8'b11101111;r=dog;g=dog; end
        3'b101:begin row=8'b11011111;r=8'b0;g=8'b0; end
        3'b110:begin row=8'b10111111;r=8'b0;g=mouse; end
        3'b111:begin row=8'b01111111;r=8'b0;g=mouse; end
        default:row=8'b11111111;
    endcase
end
endmodule
module changemode (
    input [3:0]mode,output reg [7:0]cat,dog,mouse,input clk1hz,input [7:0]cat,dog,mouse
);
initial begin
    cat=8'b11000000;
    dog=8'b11000000;
    mouse=8'b11000000;
end
always @(posedge clk1hz) begin
    case(mode) 
        4'b0000:begin cat<=8'b11000000; dog<=dog; mouse<=mouse; end
        4'b0001:begin cat<=8'b00110000; dog<=dog; mouse<=mouse; end
        4'b0010:begin cat<=8'b00001100; dog<=dog; mouse<=mouse; end
        4'b0011:begin cat<=8'b00000011; dog<=dog; mouse<=mouse; end
        4'b0100:begin cat<=cat; dog<=8'b11000000; mouse<=mouse; end
        4'b0101:begin cat<=cat; dog<=8'b00110000; mouse<=mouse; end
        4'b0110:begin cat<=cat; dog<=8'b00001100; mouse<=mouse; end
        4'b0111:begin cat<=cat; dog<=8'b00000011; mouse<=mouse; end
        4'b1000:begin cat<=cat; dog<=dog; mouse<=8'b11000000; end
        4'b1001:begin cat<=cat; dog<=dog; mouse<=8'b00110000; end
        4'b1010:begin cat<=cat; dog<=dog; mouse<=8'b00001100; end
        4'b1011:begin cat<=cat; dog<=dog; mouse<=8'b00000011; end
        default:begin cat<=cat; dog<=dog; mouse<=mouse; end
    endcase
end
endmodule
module divide (input clk,output clkout);
	parameter	wide = 3;
	parameter	n = 5;
	reg [wide-1:0]	cntp,cntn;
	reg clkp,clkn;
always @(posedge clk)
	begin
		if (cntp==(n-1))
			cntp<=0;
		else cntp<=cntp+1; 
	end
always @(posedge clk)
	begin
		if (cntp<(n>>1)) 
			clkp<=0;
		else 
			clkp<=1; 
	end
always @(negedge clk)
	begin
		if (cntn==(n-1))
			cntn<=0;
		else cntn<=cntn+1;
	end
always @(negedge clk)
	begin
		if (cntn<(n>>1))  
			clkn<=0;
		else 
			clkn<=1; 
	end
    assign clkout = (n==1)?clk:(n[0])?(clkp&clkn):clkp; 
endmodule
[flow/run.sh]
#!/bin/bash
# OpenROAD 26Q1-2900-gdf79404cd8, Yosys 0.63+post, stock flow scripts
make -C /OpenROAD-flow-scripts/flow DESIGN_CONFIG=/design/flow/config.mk WORK_HOME=/design/flow/orfs finish
==> flow_metrics.tcl <==
# flow metrics
set metrics [dict create \
    status "stopped before the end" \
    haltStage "synthesis (1_2_yosys)" \
    first-error "ERROR: Found 1 problems in 'check -assert'." \
    yosysUniqueCellTypes 31 \
    synth_top_cell_by_area "dfxtp_1" \
    yosys-stat-area_um2 1200 \
    edf_count 9 \
    ys_cells 124 \
    ys_seq_share 0.457 \
    async_flop_share 0 \
    top_area_frac 0.233 \
    most_common_cell "nor2_1" \
    yosys-top-cells-count "17 x nor2_1, 14 x dfxtp_1, 9 x edfxtp_1, 9 x nand2_1" \
    area_leaders "dfxtp_1 23%, edfxtp_1 22%, ha_1 7.3%" \
    yosys_warnings 10 \
    ff_type "dfxtp_1" \
    ys_ff 23 \
]
[kinds of logic after synthesis]
logic type	count (synthesis)	share of synthesized area
buf+inv	14	0.0685
mux	1	0.00831
simple gates	58	0.254
compound gates	15	0.0955
fa+ha+maj	7	0.0727
xor+xnor	6	0.0436
flops	23	0.457
